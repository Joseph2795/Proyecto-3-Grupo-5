**/design/flow/run.sh**
```bash
#!/bin/bash
# OpenROAD 26Q1-2900-gdf79404cd8, Yosys 0.63+post, stock flow scripts
make -C /OpenROAD-flow-scripts/flow DESIGN_CONFIG=/design/flow/config.mk WORK_HOME=/design/flow/orfs finish
```
**/design/flow/config.mk**
```make
export PLATFORM = sky130hd
export DESIGN_NAME = bcd
export DESIGN_NICKNAME = bcd
export VERILOG_FILES = /design/flow/design.v
export SDC_FILE = /design/flow/constraint.sdc
export NUM_CORES = 4
export LEC_CHECK = 1
export CORE_AREA = 10 10 76 76
export DIE_AREA = 0 0 86 86
```
**/design/flow/constraint.sdc**
```tcl
current_design bcd

set clk_period 4.5
set clk_io_pct 0.2

create_clock -name clk0 -period $clk_period [get_ports {clk}]

set non_clock_inputs [all_inputs -no_clocks]
set_input_delay [expr $clk_period * $clk_io_pct] -clock clk0 $non_clock_inputs
set_output_delay [expr $clk_period * $clk_io_pct] -clock clk0 [all_outputs]
```
**/design/flow/design.v**
```verilog
`timescale  1 ns / 1 ps
module bcd(clk, number, num);
   input clk;
   input  [7:0] number;
   output reg [7:0] num;
always @(posedge clk)  begin
case (number)
8'd0: num <= 8'h00; 
8'd1: num <= 8'h01;
8'd2: num <= 8'h02;
8'd3: num <= 8'h03;
8'd4: num <= 8'h04;
8'd5: num <= 8'h05;
8'd6: num <= 8'h06;
8'd7: num <= 8'h07;
8'd8: num <= 8'h08;
8'd9: num <= 8'h09;
8'd10: num <= 8'h10; 
8'd11: num <= 8'h11;
8'd12: num <= 8'h12;
8'd13: num <= 8'h13;
8'd14: num <= 8'h14;
8'd15: num <= 8'h15;
8'd16: num <= 8'h16;
8'd17: num <= 8'h17;
8'd18: num <= 8'h18;
8'd19: num <= 8'h19;
8'd20: num <= 8'h20; 
8'd21: num <= 8'h21;
8'd22: num <= 8'h22;
8'd23: num <= 8'h23;
8'd24: num <= 8'h24;
8'd25: num <= 8'h25;
8'd26: num <= 8'h26;
8'd27: num <= 8'h27;
8'd28: num <= 8'h28;
8'd29: num <= 8'h29;
8'd30: num <= 8'h30; 
8'd31: num <= 8'h31;
8'd32: num <= 8'h32;
8'd33: num <= 8'h33;
8'd34: num <= 8'h34;
8'd35: num <= 8'h35;
8'd36: num <= 8'h36;
8'd37: num <= 8'h37;
8'd38: num <= 8'h38;
8'd39: num <= 8'h39;
8'd40: num <= 8'h40; 
8'd41: num <= 8'h41;
8'd42: num <= 8'h42;
8'd43: num <= 8'h43;
8'd44: num <= 8'h44;
8'd45: num <= 8'h45;
8'd46: num <= 8'h46;
8'd47: num <= 8'h47;
8'd48: num <= 8'h48;
8'd49: num <= 8'h49;
8'd50: num <= 8'h50; 
8'd51: num <= 8'h51;
8'd52: num <= 8'h52;
8'd53: num <= 8'h53;
8'd54: num <= 8'h54;
8'd55: num <= 8'h55;
8'd56: num <= 8'h56;
8'd57: num <= 8'h57;
8'd58: num <= 8'h58;
8'd59: num <= 8'h59;
8'd60: num <= 8'h60; 
8'd61: num <= 8'h61;
8'd62: num <= 8'h62;
8'd63: num <= 8'h63;
8'd64: num <= 8'h64;
8'd65: num <= 8'h65;
8'd66: num <= 8'h66;
8'd67: num <= 8'h67;
8'd68: num <= 8'h68;
8'd69: num <= 8'h69;
8'd70: num <= 8'h70; 
8'd71: num <= 8'h71;
8'd72: num <= 8'h72;
8'd73: num <= 8'h73;
8'd74: num <= 8'h74;
8'd75: num <= 8'h75;
8'd76: num <= 8'h76;
8'd77: num <= 8'h77;
8'd78: num <= 8'h78;
8'd79: num <= 8'h79;
8'd80: num <= 8'h80; 
8'd81: num <= 8'h81;
8'd82: num <= 8'h82;
8'd83: num <= 8'h83;
8'd84: num <= 8'h84;
8'd85: num <= 8'h85;
8'd86: num <= 8'h86;
8'd87: num <= 8'h87;
8'd88: num <= 8'h88;
8'd89: num <= 8'h89;
8'd90: num <= 8'h90; 
8'd91: num <= 8'h91;
8'd92: num <= 8'h92;
8'd93: num <= 8'h93;
8'd94: num <= 8'h94;
8'd95: num <= 8'h95;
8'd96: num <= 8'h96;
8'd97: num <= 8'h97;
8'd98: num <= 8'h98;
8'd99: num <= 8'h99;
endcase
end
endmodule
```
==> results.yml <==
# generated from flow reports
status:
  status: "complete, no violations"
flow_run:
  stage_log_warnings: 25
  max_cap_viol_count: 0
final_timing:
  timing.final.crit_period_ns: 2.97
  max_freq_mhz: 337
  final-setup-viol-count: 0
  setup_ws_ns: 1.53
  final-max-slew-violation-count: 0
  worst_slew_pin_slew_ns: 0.802
  finalClockPeriodUsage_pct: 65.9
  hold_viol: 0
  timing.slew.headroom_pct: 46.3
  grt_setup_unrepaired: "false"
  tns_ns: 0
cells_and_area:
  postLayoutCoreUtil_pct: 24.2
  final_design_area_no_fill_sq_um: 995
  layout-drive-gt1-share_pct: 9.71
  final_common_cell: "sky130_fd_sc_hd__clkdlybuf4s50_1"
  biggestRegsByFlops: "num x8"
  number_of_flip_flops_in_the_largest_register: 8
  layout_top_cells: "16 x sky130_fd_sc_hd__clkdlybuf4s50_1, 8 x sky130_fd_sc_hd__edfxtp_1, 7 x sky130_fd_sc_hd__nand2b_1, 7 x sky130_fd_sc_hd__a21oi_1, 7 x sky130_fd_sc_hd__nand2_1"
  area.growth.synth_to_final_pct: 20.3
  regMostFlops: "num"
yosys:
  post_synth_mux_area_share_pct: 3.93
  ys_sh_xor_pct: 2.12
  edf_count: 8
  post_synth_ao_oa_area_fraction_pct: 21.6
  synthesis.instances: 95
  synth.cellmix.simpleShare_pct: 30.3
  flops_latches_synth: 8
  synth_seq_share_pct: 29.0
  post-synth-top-area-fraction_pct: 29.0
  synthDistinctLibCells: 44
  yosys_most_used_dff: "sky130_fd_sc_hd__edfxtp_1"
  ys_warn_count: 1
  synth.area.top_cells: "sky130_fd_sc_hd__edfxtp_1 29%, sky130_fd_sc_hd__buf_6 5.4%, sky130_fd_sc_hd__nand2b_1 5.3%"
  netlist_logic_family_top: "simple AND/OR/NAND/NOR gates"
  yosys-stat-cells: 95
  synth_chip_area_sq_um: 827
  yosys.area.top_type: "sky130_fd_sc_hd__edfxtp_1"
  share_of_flip_flops_with_an_asynchronous_set_or_reset_pct: 0
  netlist_area_sq_um: 827
  synthesized_area_per_cell_sq_um: 8.71
  synth.cellmix.adderShare_pct: 0
routing:
  drtAntennaViolNets: 0
  drtIter0Drc: 29
  vias: 726
  drc_errors: 0
  drt_wl_total_um: 1830
  routedWlPerCell_um: 12.0
  dr.pass1.iters: 4
  detail_routed_via_count_per_cell: 4.75
  diodes_inserted: 0
floorplanning:
  die.size.y_um: 86
  core_sq_um: 4120
  fp-utilization_pct: 20.1
  floorplan.die_area_sq_um: 7400
  floorplan.die.width_um: 86
  number_of_core_rows: 23
  pin_count: 17
pwr:
  power.static_leakage_nw: 0.324
  power_density_nw_per_um2: 239
  vdd.ir_drop.worst_v: 0.0000608
cts:
  clock_sinks: 8
  ctsResizeCount: 0
  hold_buffers: 0
  postCtsSetupRepairBufs: 0
  cts_made_buffers: 3
  worst_setup_hold_path_clk_slew_ns: 0.04
  cts-root-buf: "sky130_fd_sc_hd__clkbuf_8"
  tritoncts: "yes"
  htree_levels: 1
  clock_tree.buffer_depth: 2
placement:
  detailedPlacementHpwl_um: 1360
  detailed_place.area_sq_um: 953
  portBuffers: 16
  finalWeightedCongestion: 0.811
  preCtsSetupSlack_ns: 1.31
min_path:
  min_delay_path_depth: 2
  timing.hold.worst.class: "input port to register"
grt:
  grt_pass1_wl_um: 3210
  vias_in_the_first_global_route: 662
  globalRoute.totalOverflow: 0
  antenna_violations_before_repair: 0
  grt_max_degree: 25
  tot_gr_track_use_pct: 5.03
critical_path:
  worst_setup_path_start_kind: "input port"
  critical_path_peak_fanout: 24
  worst_ep_arrival_time_ns: 2.81
  cp.required_ns: 4.35
  timing.setup.critical_path_class: "input port to register"
  timing.critical_path.to_type: "register"
-- metrics by stage --
stage / power [mW] / hold slack (ns) / std cells
5_1_grt: 0.256 / 1.37 / 153
6_report: 0.237 / 1.36 / 153
3_5_place_dp: 0.157 / 1.58 / 150
2_1_floorplan: 0.135 / 1.10 / 95
3_3_place_gp: 0.156 / 1.58 / 150
4_1_cts: 0.240 / 1.36 / 153
-- path summary, 6_finish.rpt --
path / from / to / slack, ns
setup / recovery: number[4] / num[6] / 1.53
hold / removal: number[0] / num[0] / 1.36
-- layout make-up --
cell class,instances,area (sq um)
fill,447,3120
multi-input combinational,73,479
sequential,8,240
timing repair buffer,16,160
tap,50,62.6
clock buffer,3,41.3
inverter,3,11.3
-- kinds of logic after synthesis --
kind of cell / after synthesis
xor gates and xnor gates: 2
muxes: 3
buffers and inverters: 14
and+or+nand+nor: 40
DFF: 8
AOI/OAI and AO/OA: 28
-- power by group --
group,switching (mW),internal (mW)
logic,0.0316,0.0327
clock network,0.0232,0.0575
registers,0.00161,0.0907
total,0.0564,0.181
-- worst max-delay path: stages --
cell and delay (ns):
sky130_fd_sc_hd__clkdlybuf4s50_1 0.77, sky130_fd_sc_hd__or3_1 0.51, sky130_fd_sc_hd__a31oi_1 0.63
-- cells in the mapped netlist (all sizes together), types with 2 or more instances --
cell and number:
nor3 2, inv 3, o21ai 5, edfxtp 8, nor2 4, a21oi 7
nand3b 2, xor2 2, nor3b 2, mux2 2, nor2b 2, o22ai 3
nand2b 7, nand2 8, nand3 2, or2 2, o221ai 2, a31oi 4
buf 9
-- per-layer routing --
metal / vias up / track usage, % / part of all wire, %
li1: 367 / - / -
met1: 329 / 8.17 / 51
met2: 30 / 5.75 / 36
met3: 0 / 2.29 / 13
met4: 0 / 0.749 / 0
met5: - / 0 / 0
Power is estimated from default activity; no workload was simulated.
