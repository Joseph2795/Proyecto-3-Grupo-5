[flow/design.v]
`timescale 1ns / 1ps
module debounce(
	input clk,
	input signalInput,
	output signalOutput
    );
reg PB_sync_0;  always @(posedge clk) PB_sync_0 <= ~signalInput;   
reg PB_sync_1;  always @(posedge clk) PB_sync_1 <= PB_sync_0;
reg PB_state;   
reg [17:0] PB_cnt;
wire PB_idle = (PB_state==PB_sync_1);
wire PB_cnt_max = &PB_cnt;	 
always @(posedge clk)
if(PB_idle)
    PB_cnt <= 0;   
else
begin
    PB_cnt <= PB_cnt + 18'd1;   
    if(PB_cnt_max) PB_state <= ~PB_state;   
end
assign signalOutput   = ~PB_idle & PB_cnt_max &  PB_state;
endmodule
[flow/run.sh]
#!/bin/bash
# OpenROAD 26Q1-2900-gdf79404cd8, Yosys 0.63+post, stock flow scripts
make -C /OpenROAD-flow-scripts/flow DESIGN_CONFIG=/design/flow/config.mk WORK_HOME=/design/flow/orfs finish
[flow/config.mk]
export PLATFORM = sky130hd
export DESIGN_NAME = debounce
export DESIGN_NICKNAME = debounce
export VERILOG_FILES = /design/flow/design.v
export SDC_FILE = /design/flow/constraint.sdc
export NUM_CORES = 4
export LEC_CHECK = 1
export CORE_AREA = 10 10 79 79
export DIE_AREA = 0 0 89 89
[flow/constraint.sdc]
current_design debounce

set clk_period 3.2
set clk_io_pct 0.2

create_clock -name clk0 -period $clk_period [get_ports {clk}]

set non_clock_inputs [all_inputs -no_clocks]
set_input_delay [expr $clk_period * $clk_io_pct] -clock clk0 $non_clock_inputs
set_output_delay [expr $clk_period * $clk_io_pct] -clock clk0 [all_outputs]
==> results.cfg <==
; physical design summary
[run_status]
outcome = finished clean

[synth]
yosys.stat.seqShare_pct = 47.78
synth.distinct_cells = 29
postSynthAreaPerCell_um2 = 9.287
ys_cells = 97
yosysTopAreaCell = dfxtp_1
synth_warnings = 1
area_leaders = dfxtp_1 44%, xnor2_1 8.8%, nor2_1 7.5%, xor2_1 4.9%, nand4_1 3.5%
yosys_area_um2 = 900.9
ys.flops = 21
synthCells = 97
syn_area_um2 = 900.9
top_area_share_pct = 44.44

[die]
fp.dieW_um = 89
floorplan.core_util_pct = 19.33
pin_count = 3
chipArea_mm2 = 0.007921
dieHeight_um = 89
rows = 25
core_mm2 = 0.004661

[detailed_routing]
wire_per_inst_um = 9.045
n_antenna_cell = 0
final_antenna_net_count = 0
drt_iter0_drc = 17
wirelength_mm = 1.411
drc = 0
via_per_inst = 4.173
via_count = 651
first_pass_iters = 4

[global_routing]
grt.overflow.total = 0
grt_max_degree = 16
first_global_vias = 573
grt_usage_pct = 3.672
grt_pass1_wl_mm = 2.415
antenna_found_initial = 0

[clock_network]
cts.sinks = 21
postCtsSetupBuffers = 0
cts_tree = yes
clk_pin_slew_ns = 0.07
clk_latency_ns = 0.25
clk_path_buf_depth = 2
cts_htree_levels = 1
ctsHoldBuffers = 0
numCtsBuffers = 3
ctsResizeCount = 0
cts-root-buf = clkbuf_8

[power_and_ir_drop]
p_leak_nw = 0.3576
p_per_area_mw_per_mm2 = 435.9
peakVddDrop_uv = 198.9
power.total_uw = 451.1

[critical_path]
cp.arrival_ns = 1.97
cp_slowest_stage_delay_ns = 0.46
endpoint = signalOutput
cp_slowest_cell = clkdlybuf4s50_1
path_cells = nand4_1 > nor2_1 > and4_1 > and4b_1 > clkdlybuf4s50_1
worstSetupEndpointType = primary output
worst-setup-path-type = flop to primary output
startpoint = PB_cnt[7]
ff2ff_path_depth = 4
crit_fanout = 6
ff2ff_setup_slack_ns = 1.69
r2r_end = PB_state
cp.required_ns = 2.56
timing.rr.start = PB_cnt[7]
cp-start-kind = flop

[timing]
finalSetupViolations = 0
worstMarginPinSlew_ns = 0.3279
hold_viol = 0
setup_tns_ns = 0
fmax_ghz = 0.3829
rsz0062_at_grt = false
finalClockPeriodUsage_pct = 81.61
final.min_clock_period_ns = 2.612
finClkSkew_ns = 0.003150
slew_viol_final = 0
relSlewSlack_pct = 78.07

[job]
warning_count = 25
max_cap_violations = 0

[layout]
layout-drive-gt1-share_pct = 8.824
synthToLayoutAreaGrowth_pct = 14.86

[placement]
io_buffers = 2
dp_hpwl_mm = 1.019
gp_congestion = 0.7492

[hold_path]
hold_class = flop to flop
through the flow:
stage | hold WS [ns] | area, um2 | util [%] | cells | worst slack, ns
after floorplan | 0.3096 | 900.9 | - | 97 | 1.475
after global placement | 0.3109 | 988.4 | 21.21 | 152 | 0.8845
after detailed placement | 0.3147 | 988.4 | 21.21 | 152 | 0.8835
after CTS | 0.3326 | 1035 | 22.20 | 156 | 0.5747
after global routing | 0.3348 | 1035 | 22.20 | 156 | 0.4159
final | 0.3294 | 1035 | 22.20 | 156 | 0.5884
layer usage:
metal / share of wire (%) / track usage (%) / routed length, um
met2: 44 / 5.519 / 621
met3: 3.1 / 1.102 / 44
met1: 52 / 5.100 / 729
met4: 1.1 / 0.8671 / 15
met5: 0 / 0 / 0
report_power, final:
group | switching, mW | internal [mW]
combinational | 0.00621 | 0.00575
clock | 0.0808 | 0.0865
sequential | 0.00430 | 0.267
how the worst min path moves through the flow:
stage / from / to / slack (ns) / cells past startpoint
final: PB_sync_0 / PB_sync_1 / 0.33 / 0
after CTS: PB_sync_0 / PB_sync_1 / 0.33 / 0
after global routing: PB_sync_0 / PB_sync_1 / 0.33 / 0
layout by cell type, fill, tap and decap left out:
master           instances
a21oi_1                  2
a31oi_1                  1
a41o_1                   1
and2_1                   1
and3_1                   3
and4_1                   1
and4_4                   1
and4b_1                  1
buf_4                    1
clkbuf_8                 3
clkdlybuf4s50_1          2
clkinv_2                 1
dfxtp_1                 20
edfxtp_1                 1
ha_1                     1
inv_1                    3
mux2i_1                  1
nand2_1                  4
nand2b_1                 1
nand3_1                  5
nand3_2                  2
nand4_1                  5
nand4_2                  1
nor2_1                  18
nor3_1                   3
nor4_1                   1
o21ai_0                  1
o31ai_1                  1
or3_1                    1
or4_1                    1
xnor2_1                  9
xor2_1                   5
cells in the mapped netlist:
library cell	n
nor4_1	1
xnor2_1	9
and3_1	3
nand2_1	4
and2_1	1
and4_4	1
o21ai_0	1
dfxtp_1	20
a31oi_1	1
nor2_1	18
a41o_1	1
nand4_1	5
ha_1	1
clkbuf_1	2
nand3_1	5
xor2_1	5
mux2i_1	1
or3_1	1
a21oi_1	2
nand2b_1	1
inv_1	3
and4b_1	1
and4_1	1
nand3_2	2
edfxtp_1	1
nor3_1	3
nand4_2	1
o31ai_1	1
or4_1	1
area by class of cell:
cell class              instances  area, um2
fillers                       487       3626
clock buffers                   3      41.29
well taps                      54      67.56
inverters                       3      11.26
repair buffers                  3      27.53
multi-input cells              71      451.7
clock inverters                 1      5.005
flip-flops and latches         21      430.4
worst max-delay path: cells and delay by family (launching register included):
family | cells | cell delay [ns]
simple gates | 4 | 0.84
buf+inv | 1 | 0.46
flops | 1 | 0.42
state kept, by name, indices dropped and copies added (netlist names):
name,cells
PB_cnt,18
PB_state,1
PB_sync_0,1
PB_sync_1,1
cells by family after synthesis:
logic type      share of synthesized area, %
fa+ha+maj                              1.389
buf+inv                                2.084
flops                                  47.78
mux                                    1.111
simple gates                           29.72
compound gates                         4.306
xor+xnor                               13.61
