===== config.mk =====
export PLATFORM = sky130hd
export DESIGN_NAME = BCDtoBin
export DESIGN_NICKNAME = BCDtoBin
export VERILOG_FILES = /design/flow/design.v
export SDC_FILE = /design/flow/constraint.sdc
export NUM_CORES = 4
export LEC_CHECK = 1
export CORE_AREA = 10 10 70 70
export DIE_AREA = 0 0 80 80

===== design.v =====
`timescale 1ns / 1ps
module BCDtoBin(clk, bcd, binario);
input [7:0]bcd;
input clk;
output reg[7:0]binario;
always @(posedge clk)
begin
case(bcd)
8'h00: binario <= 0;
8'h01: binario <= 1;
8'h02: binario <= 2;
8'h03: binario <= 3;
8'h04: binario <= 4;
8'h05: binario <= 5;
8'h06: binario <= 6;
8'h07: binario <= 7;
8'h08: binario <= 8;
8'h09: binario <= 9;
8'h10: binario <= 10;
8'h11: binario <= 11;
8'h12: binario <= 12;
8'h13: binario <= 13;
8'h14: binario <= 14;
8'h15: binario <= 15;
8'h16: binario <= 16;
8'h17: binario <= 17;
8'h18: binario <= 18;
8'h19: binario <= 19;
8'h20: binario <= 20;
8'h21: binario <= 21;
8'h22: binario <= 22;
8'h23: binario <= 23;
8'h24: binario <= 24;
8'h25: binario <= 25;
8'h26: binario <= 26;
8'h27: binario <= 27;
8'h28: binario <= 28;
8'h29: binario <= 29;
8'h30: binario <= 30;
8'h31: binario <= 31;
8'h32: binario <= 32;
8'h33: binario <= 33;
8'h34: binario <= 34;
8'h35: binario <= 35;
8'h36: binario <= 36;
8'h37: binario <= 37;
8'h38: binario <= 38;
8'h39: binario <= 39;
8'h40: binario <= 40;
8'h41: binario <= 41;
8'h42: binario <= 42;
8'h43: binario <= 43;
8'h44: binario <= 44;
8'h45: binario <= 45;
8'h46: binario <= 46;
8'h47: binario <= 47;
8'h48: binario <= 48;
8'h49: binario <= 49;
8'h50: binario <= 50;
8'h51: binario <= 51;
8'h52: binario <= 52;
8'h53: binario <= 53;
8'h54: binario <= 54;
8'h55: binario <= 55;
8'h56: binario <= 56;
8'h57: binario <= 57;
8'h58: binario <= 58;
8'h59: binario <= 59;
8'h60: binario <= 60;
8'h61: binario <= 61;
8'h62: binario <= 62;
8'h63: binario <= 63;
8'h64: binario <= 64;
8'h65: binario <= 65;
8'h66: binario <= 66;
8'h67: binario <= 67;
8'h68: binario <= 68;
8'h69: binario <= 69;
8'h70: binario <= 70;
8'h71: binario <= 71;
8'h72: binario <= 72;
8'h73: binario <= 73;
8'h74: binario <= 74;
8'h75: binario <= 75;
8'h76: binario <= 76;
8'h77: binario <= 77;
8'h78: binario <= 78;
8'h79: binario <= 79;
8'h80: binario <= 80;
8'h81: binario <= 81;
8'h82: binario <= 82;
8'h83: binario <= 83;
8'h84: binario <= 84;
8'h85: binario <= 85;
8'h86: binario <= 86;
8'h87: binario <= 87;
8'h88: binario <= 88;
8'h89: binario <= 89;
8'h90: binario <= 90;
8'h91: binario <= 91;
8'h92: binario <= 92;
8'h93: binario <= 93;
8'h94: binario <= 94;
8'h95: binario <= 95;
8'h96: binario <= 96;
8'h97: binario <= 97;
8'h98: binario <= 98;
8'h99: binario <= 99;
default: binario <= 0;
endcase
end
endmodule

===== constraint.sdc =====
current_design BCDtoBin

set clk_period 2.8
set clk_io_pct 0.2

create_clock -name clk0 -period $clk_period [get_ports {clk}]

set non_clock_inputs [all_inputs -no_clocks]
set_input_delay [expr $clk_period * $clk_io_pct] -clock clk0 $non_clock_inputs
set_output_delay [expr $clk_period * $clk_io_pct] -clock clk0 [all_outputs]

===== run.sh =====
#!/bin/bash
# OpenROAD 26Q1-2900-gdf79404cd8, Yosys 0.63+post, stock flow scripts
make -C /OpenROAD-flow-scripts/flow DESIGN_CONFIG=/design/flow/config.mk WORK_HOME=/design/flow/orfs finish

==> flow_metrics.tcl <==
# place-and-route summary
set metrics [dict create \
    outcome "finished clean" \
    slew_headroom_pct 64.9 \
    fmaxAchievable_ghz 0.491 \
    placeableCoreArea_um2 3420 \
    ys_seq_share_pct 23.9 \
    area_delta_synth_final_pct 33.0 \
    gp_congestion 0.853 \
    finalWorstSetupSlack_ps 765 \
    antenna_found_initial 0 \
    ys_cells 78 \
    grt_use_total_pct 4.28 \
    dieArea_um2 6400 \
    grt_max_degree 18 \
    start_kind "input pin" \
    io_buffer_count 15 \
    reg_top3 "binario: 7 flops" \
    drcViolationCount 0 \
    hp-class "input pin to flip-flop" \
    ant_nets 0 \
    min_period_ps 2030 \
    required_ps 2970 \
    die_h_um 80 \
    antenna_cells 0 \
    yosys_warnings 1 \
    finalSetupViolCount 0 \
    ir_drop_v 0.0000845 \
    drive_above_1_share_pct 5.56 \
    regMostFlops "binario" \
    power-per-cell-area_nw_per_um2 356 \
    netlist_instances 78 \
    std_cell_rows 21 \
    grt_pass1_wl_um 2260 \
    worst_setup_path_end_kind "flip-flop" \
    via_per_inst 4.18 \
    arrival_ps 2200 \
    wirelength_um 1350 \
    top_area_share_pct 23.9 \
    leakage_nw 0.311 \
    num_vias 569 \
    crit_fanout 10 \
    clockRootBuffer "clkbuf_4" \
    clock_path_buffers 2 \
    rsz0062_at_grt "no" \
    final_max_slew_viol_count 0 \
    period_used_pct 72.7 \
    grt_overflow_total 0 \
    yosys.area.top_type "dfxtp_1" \
    floorplan.core_util_pct 17.2 \
    cts_hold_buf 0 \
    worst_slew_pin_slew_ps 524 \
    clkSinkCount 7 \
    drt-initial-drc-count 40 \
    dpl_worst_slack_ps 505 \
    finalHoldViolations 0 \
    cts_made_buffers 3 \
    synth_cell_types 35 \
    ys_area_um2 587 \
    drv_cap 0 \
    cts_tree "yes" \
    grt_pass1_vias 474 \
    wl_per_cell_um 9.96 \
    setup_tns_ps 0 \
    synth_flops 7 \
    cts_resized 0 \
    hpwl_um 1100 \
    warnings 28 \
    postSynthAreaPerCell_um2 7.52 \
    critPathKind "input pin to flip-flop" \
    postCtsSetupBuffers 0 \
    holdWs_ps 904 \
    die_w_um 80 \
    io_pins 17 \
    path_clk_slew_ps 50 \
    area_leaders "dfxtp_1 (24%), ha_1 (8.5%), o21ai_0 (8.5%)" \
    drtPass1Iterations 4 \
    syn_area_um2 587 \
    htreeDepth 1 \
    largest_register_ff_count 7 \
]
through the flow:
| step | instances | area (um2) | total power (W) | utilization [%] |
|---|---|---|---|---|
| CTS | 136 | 781 | 0.000283 | 22.9 |
| global route | 136 | 781 | 0.000303 | 22.9 |
| global placement | 132 | 754 | 0.000196 | 22.1 |
| detailed placement | 132 | 754 | 0.000196 | 22.1 |
| finish | 136 | 781 | 0.000278 | 22.9 |
| floorplan | 78 | 587 | 0.000159 | - |
final cells by class:
| class | count | area (um2) |
|---|---|---|
| flip-flops and latches | 7 | 140 |
| repair buffers | 16 | 158 |
| fillers | 378 | 2640 |
| clock buffers | 4 | 26.3 |
| well taps | 46 | 57.6 |
| inverters | 7 | 26.3 |
| multi-input cells | 56 | 373 |
placed cells by master, fill, tap and decap left out, types with 3 or more instances in the layout:
| master | count |
|---|---|
| nand3_1 | 3 |
| o21ai_0 | 10 |
| a21oi_1 | 5 |
| inv_1 | 7 |
| clkdlybuf4s50_1 | 15 |
| nand2_1 | 4 |
| dfxtp_1 | 7 |
| clkbuf_4 | 3 |
| ha_1 | 4 |
report_power, final:
part / internal, W / total (W) / switching, W
Clock: 0.0000540 / 0.0000847 / 0.0000308
Combinational: 0.0000450 / 0.0000832 / 0.0000382
Sequential: 0.000108 / 0.000110 / 0.00000183
Total: 0.000207 / 0.000278 / 0.0000708
final timing paths:
kind              cells after the start                  to    from  slack (ps)
hold / removal                        2  binario[0]$_DFF_P_  bcd[0]         900
setup / recovery                      6  binario[2]$_DFF_P_  bcd[2]         770
cell families (layout without fill, tap and decap cells):
family / count (synthesis) / after routing / share of synthesized area [%]
compound gates: 25 / 25 / 26.9
simple gates: 21 / 21 / 19.6
buf+inv: 15 / 27 / 12.6
flops: 7 / 7 / 23.9
fa+ha+maj: 4 / 4 / 8.53
xor+xnor: 3 / 3 / 4.48
mux: 2 / 2 / 3.41
other cells: 1 / 1 / 0.639
synth_stat cells:
cell type  count
buf_4          1
o311ai_0       1
nand2b_1       2
nand4_1        1
a31oi_1        2
o21ai_0       10
and3_1         1
xor2_1         1
conb_1         1
or3b_1         1
or4_1          1
clkbuf_2       3
ha_1           4
a211o_1        1
o211ai_2       1
and2_1         1
nand2_1        4
nor4_1         1
nor3_1         2
nor2_1         2
clkbuf_1       1
nand3_1        3
a21o_1         2
nand3b_1       1
o2bb2ai_1      1
a22oi_1        1
xnor2_1        2
a21oi_1        5
buf_6          1
dfxtp_1        7
nor2b_1        1
buf_2          2
mux2i_1        2
o2111ai_1      1
inv_1          7
metal layers:
metal	vias up	track usage (%)	share of wire (%)	wire, um
li1	298	-	-	-
met1	243	6.12	46	620
met2	26	5.14	38	516
met3	2	2.73	15	206
met4	0	0.880	0.74	10
met5	-	0	0	0
critical path, stage by stage:
cell and delay (ps):
clkdlybuf4s50_1 650, inv_1 110, ha_1 290, mux2i_1 90
or4_1 420, o21ai_0 90
Power is estimated from default activity; no workload was simulated.
